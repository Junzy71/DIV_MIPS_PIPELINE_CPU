$ cat flow/run.sh
#!/bin/bash
# OpenROAD 26Q1-2900-gdf79404cd8, Yosys 0.63+post, stock flow scripts
make -C /OpenROAD-flow-scripts/flow DESIGN_CONFIG=/design/flow/config.mk WORK_HOME=/design/flow/orfs finish
$ cat flow/constraint.sdc
current_design CP0

set clk_period 9.7
set clk_io_pct 0.2

create_clock -name clk0 -period $clk_period [get_ports {clk}]

set non_clock_inputs [all_inputs -no_clocks]
set_input_delay [expr $clk_period * $clk_io_pct] -clock clk0 $non_clock_inputs
set_output_delay [expr $clk_period * $clk_io_pct] -clock clk0 [all_outputs]
$ cat flow/config.mk
export PLATFORM = sky130hd
export DESIGN_NAME = CP0
export DESIGN_NICKNAME = CP0
export VERILOG_FILES = /design/flow/design.v
export SDC_FILE = /design/flow/constraint.sdc
export NUM_CORES = 4
export LEC_CHECK = 1
export CORE_UTILIZATION = 30
$ cat flow/design.v
`timescale 1ns / 1ps
module CP0(
    input [4:0] A1,
    input [4:0] A2,
    input [31:0] DIn,
    input [31:2] PC8,
    input [6:2] ExcCode,
    input [5:0] HWInt,
	 input BD,
    input We,
    input clk,
    input rst,
    input EXLClr,
    output IntReq,
    output reg [31:0] EPC,
    output [31:0] DOut
    );
	 reg [31:0] SR,Cause,PRId;
	 wire [31:0] PC = {PC8,2'b0} - 8;
	 wire [5:0] IM = SR[15:10];
	 wire IE = SR[0];
	 wire EXL = SR[1];
	 wire hwint = (|(HWInt & IM) & IE & !EXL);
	 assign IntReq = hwint || ((ExcCode != 5'b0) && !EXL);
	 assign DOut = (A1 == 12) ? SR :
						(A1 == 13) ? Cause :
						(A1 == 14) ? EPC : PRId;
	 initial begin
		SR = 32'b0;
		Cause = 32'b0;
		EPC = 32'b0;
		PRId = 32'b0;
	 end
	 always @(posedge clk) begin
		if (rst) begin
			SR = 32'b0;
			Cause = 32'b0;
			EPC = 32'b0;
			PRId = 32'b0;
		end
		else begin
		if (EXLClr) SR[1] = 0;
		if (hwint) begin
			SR <= {16'b0,IM,8'b0,1'b1,IE};
			EPC <= (BD) ? PC-4 : PC;
			Cause[15:10] <= HWInt;
			Cause[6:2] <= 5'b0;
			Cause[31] <= BD;
		end
		else if (IntReq) begin
			SR <= {16'b0,IM,8'b0,1'b1,IE};
			EPC <= (BD) ? PC-4 : PC;
			Cause[15:10] <= HWInt;
			Cause[6:2] <= ExcCode;
			Cause[31] <= BD;
		end
		else if (We) begin
			Cause[15:10] <= HWInt;
			if (A2 == 12) SR <= DIn;
			else if (A2 == 14) EPC <= DIn;
			else if (A2 == 15) PRId <= DIn;
		end
		else if (!EXL) Cause[15:10] <= HWInt;
		end
	 end
endmodule
==> flow_metrics.tcl <==
# implementation run metrics
set metrics [dict create \
    rsz0062_at_grt "false" \
    seq_area_frac_synth_pct 33.63 \
    cap_violations 0 \
    ff2ff_setup_slack_ns 6.24 \
    crit_start "A1[0]" \
    finalMaxSlewViolations 0 \
    crit_path_top_delay_cell "clkdlybuf4s50_1" \
    dp_cells 1280 \
    worst_slew_pin_slew_ns 0.9996 \
    edf_count 0 \
    fin_crit_ns 6.274 \
    drc 0 \
    hold_buffers 0 \
    yosys_area_mm2 0.006430 \
    max_slew_margin_pct 33.00 \
    track_usage_pct 21.50 \
    num_rows 53 \
    grt_start_max_net_pins 64 \
    wirelength_um 23320 \
    rr_startpoint "SR[11]" \
    io_pins 153 \
    leakage_nw 2.799 \
    area_growth_syn_to_layout_pct 31.89 \
    firstDrtPassIters 5 \
    syn-mean-instance-area_um2 7.074 \
    finalCritPeriodShare_pct 64.68 \
    crit_top_cell "clkdlybuf4s50_1" \
    cts-root-buf "clkbuf_16" \
    avgRoutedWirePerCell_um 18.01 \
    via_per_inst 5.343 \
    ys_seq_elements 108 \
    setup-violations-final 0 \
    netlist_area_mm2 0.006430 \
    initCoreUtil_pct 30.59 \
    warnings 27 \
    hold_ws_ns 0.4556 \
    clock_path_buffers 2 \
    fill_cells 2145 \
    power_density_mw_per_mm2 128.6 \
    crit_path_max_fanout 31 \
    crit_required_ns 7.76 \
    r2r_end "PRId[11]" \
    path_cells "clkdlybuf4s50_1 -> inv_1 -> nand3_1 -> buf_4 -> nand2_1 -> a31oi_1 -> clkdlybuf4s50_1" \
    final_cell_mix "264 x nand2_1, 151 x clkdlybuf4s50_1, 108 x dfxtp_1" \
    crit_buf_inv 4 \
    die-width_um 148.4 \
    cts_tree "done" \
    die-area_mm2 0.02202 \
    cts-resized-gates 0 \
    status "completed" \
    crit_family "buffers and inverters" \
    vias 6919 \
    skew_ns 0.005544 \
    top_layer_used "met4" \
    crit_end "DOut[22]" \
    tritoncts.num_buffers 9 \
    dieHeight_um 148.4 \
    hp-class "flop to flop" \
    clk_pin_slew_ns 0.06 \
    final_util_pct 40.34 \
    rr_worst_depth 10 \
    grt_pass1_wl_um 36190 \
    wl_met2_um 9850 \
    ys_cells 909 \
    yosys_warnings 1 \
    grt_pass1_vias 6208 \
    power_mw 1.091 \
    clkLatencyLatePin_ns 0.34 \
    grt_overflow 0 \
    start_kind "input port" \
    mostFrequentLayoutCell "nand2_1" \
    cp-end-kind "output pin" \
    netlist_instances 909 \
    slowest_delay_ns 0.82 \
    drive_gt1_share_pct 4.706 \
    crit_arrival_ns 4.33 \
    routabilityCongestion 0.9711 \
    critPathKind "input port to output pin" \
    drtIter0Drc 476 \
    dr_wl_met3_um 1527 \
    wl_met1_um 11430 \
    ys_types 64 \
    stdcell_count 1295 \
    hold_viol_final 0 \
    dp_hpwl_um 17360 \
    antenna_found_initial 0 \
    fp.coreArea_mm2 0.02102 \
    post-cts-setup-buffers 0 \
    async_reset_ff_share_pct 0 \
    clock_sinks 108 \
    htreeDepth 3 \
    antennaDiodeCount 0 \
    flop_cell "dfxtp_1" \
    max_freq_mhz 159.4 \
    cp.depth 7 \
    port_buffers 152 \
    setup_tns_ns 0 \
    final_antenna_net_count 0 \
    peakVddDrop_v 0.00008133 \
]
worst min-delay path by stage:
stage         startpoint  endpoint  cells after the start
finish            SR[31]    SR[31]                      2
CTS               SR[31]    SR[31]                      2
global route    PRId[11]  PRId[11]                      2
cell usage after synthesis (4+ instances only):
| cell | count | area share, % |
|---|---|---|
| a211oi_1 | 21 | 2.5 |
| a21oi_1 | 100 | 7.8 |
| a22oi_1 | 4 | 0.47 |
| a311oi_1 | 11 | 1.5 |
| a31oi_1 | 43 | 4.2 |
| and2_1 | 12 | 1.2 |
| and3_1 | 10 | 0.97 |
| clkbuf_1 | 65 | 3.8 |
| dfxtp_1 | 108 | 34 |
| ha_1 | 4 | 0.78 |
| inv_1 | 10 | 0.58 |
| mux2i_1 | 18 | 2.8 |
| nand2_1 | 264 | 15 |
| nand3_1 | 10 | 0.78 |
| nand4_1 | 5 | 0.49 |
| nor2_1 | 53 | 3.1 |
| nor2b_1 | 4 | 0.39 |
| nor3_1 | 18 | 1.4 |
| nor3b_1 | 4 | 0.47 |
| nor4_1 | 9 | 0.88 |
| o21ai_0 | 13 | 1.0 |
| or3_1 | 17 | 1.7 |
| or4_1 | 6 | 0.70 |
| xnor2_1 | 20 | 2.7 |
| xor2_1 | 13 | 1.8 |
cell families after synthesis:
family                   Yosys count  synth area share [%]
flip-flops                       108                 33.63
adder cells (fa/ha/maj)            4                0.7784
AND-OR/OR-AND                    228                 22.32
buffers and inverters             83                 5.234
XOR/XNOR                          33                 4.495
multiplexers                      19                 2.977
AND/OR/NAND/NOR                  434                 30.57
routing by layer:
layer / global-route usage, % / up-vias
met5: 0 / -
met2: 30.75 / 263
met4: 4.072 / 0
met1: 35.26 / 3209
met3: 2.003 / 35
li1: - / 3412
flip-flops by register name (all words and copies together) (netlist names):
register and count:
Cause 12, EPC 32, PRId 32, SR 32
through the flow:
stage / instance area [µm²] / setup slack [ns]
detailed placement: 8140 / 3.493
CTS: 8481 / 3.479
finish: 8481 / 3.426
global route: 8481 / 3.245
floorplan: 6430 / 4.818
global placement: 8140 / 3.492
cell type report:
class,instances,area (µm²),share of cell area [%]
Inverter,11,41.29,0.4869
Sequential cell,108,2162,25.49
Multi-Input combinational cell,718,3956,46.65
Clock buffer,11,242.7,2.862
Tap cell,275,344.1,4.057
Clock inverter,4,97.59,1.151
Timing Repair Buffer,168,1637,19.30
tightest hold or removal path, cell delays in order (launching register included):
cell	delay, ns
dfxtp_1	0.31
nand2_1	0.05
a21oi_1	0.05
report_power, final:
group	leakage (nW)	total (mW)	switching, mW	internal, mW
clock network	0.162	0.419	0.161	0.258
registers	0.881	0.480	0.0200	0.460
logic	1.76	0.192	0.0954	0.0963
total	2.80	1.09	0.277	0.814
Power figures rest on the tool's default switching activity, not on a simulated workload.
