File: flow/config.mk
export PLATFORM = sky130hd
export DESIGN_NAME = E
export DESIGN_NICKNAME = E
export VERILOG_FILES = /design/flow/design.v
export SDC_FILE = /design/flow/constraint.sdc
export NUM_CORES = 4
export LEC_CHECK = 1
export CORE_AREA = 10 10 177 177
export DIE_AREA = 0 0 187 187
File: flow/constraint.sdc
current_design E

set clk_period 1.0
set clk_io_pct 0.2

create_clock -name clk0 -period $clk_period [get_ports {clk}]

set non_clock_inputs [all_inputs -no_clocks]
set_input_delay [expr $clk_period * $clk_io_pct] -clock clk0 $non_clock_inputs
set_output_delay [expr $clk_period * $clk_io_pct] -clock clk0 [all_outputs]
File: flow/design.v
`timescale 1ns / 1ps
module E(
    input clk,
	 input reset,
	 input clr,
	 input [31:0] IR_D,
    input [31:0] PC8_D,
    input [31:0] MF_RD1_D,
    input [31:0] MF_RD2_D,
    input [31:0] EXT,
	 input [4:0] M_RF_A3,
	 input [2:0] RES,
    output reg [31:0] IR_E,
    output reg [31:0] PC8_E,
    output reg [4:0] A1_E,
    output reg [4:0] A2_E,
    output reg [4:0] A3_E,
    output reg [31:0] RD1_E,
    output reg [31:0] RD2_E,
    output reg [31:0] EXT_E,
	 output reg [2:0] RES_E
    );
	 initial begin
			IR_E = 0;
			PC8_E = 0;
			A1_E = 0;
			A2_E = 0;
			A3_E = 0;
			RD1_E = 0;
			RD2_E = 0;
			EXT_E = 0;
			RES_E = 0;
	end
	 always @(posedge clk) begin
		if (reset || clr) begin
			IR_E <= 0;
			PC8_E <= 0;
			A1_E <= 0;
			A2_E <= 0;
			A3_E <= 0;
			RD1_E <= 0;
			RD2_E <= 0;
			EXT_E <= 0;
			RES_E <= 0;
		end
		else begin
			IR_E <= IR_D;
			PC8_E <= PC8_D;
			A1_E <= IR_D[25:21];
			A2_E <= IR_D[20:16];
			A3_E <= M_RF_A3;
			RD1_E <= MF_RD1_D;
			RD2_E <= MF_RD2_D;
			EXT_E <= EXT;
			RES_E <= RES;
		end
	 end
endmodule
File: flow/run.sh
#!/bin/bash
# OpenROAD 26Q1-2900-gdf79404cd8, Yosys 0.63+post, stock flow scripts
make -C /OpenROAD-flow-scripts/flow DESIGN_CONFIG=/design/flow/config.mk WORK_HOME=/design/flow/orfs finish
==> results.txt <==
This memo summarizes the results of the implementation run.

Status
The run finished, with violations left. The checks that failed: setup timing.

CTS
Looking at the clock tree report, the maximum root-to-sink buffer count equals 2. For this design, the sink count on the clock tree is between 150 and 200. TritonCTS created 17 clock buffers. The library cell used as clock root buffer is sky130_fd_sc_hd__clkbuf_16. Per the CTS log, the maximum H-tree level is 4. The clock tree from TritonCTS is built. The CTS clock-pin slew for the worst setup and hold paths is roughly 70 ps.

Routing
The wire length after detailed routing is 19.1 mm. The total iterations of the first detailed-routing run is 4. For this block, the via count after detailed routing is 4076. The violation tally recorded at the end of detailed-routing iteration 0 is 116. The number of diodes added for antenna fixing is 0. Per the detail_route report, DRC violations left total 0. Per the detail_route report, routed wire per instance is 17.0 µm.

After detailed routing, the number of vias per cell comes to 3.63. The detail route stage leaves a number of antenna-violating nets equal to 0.

Critical path
The cell at the slowest stage of the critical path is sky130_fd_sc_hd__dfxtp_2. The data required time reported for the critical path is 800 ps. In this run the worst path has a maximum fanout of 2. The critical path is of the register to output port type. The critical path goes through buf_6 -> buf_6. STA classifies the critical path startpoint as a register. The kind of capture point of the worst setup path is an output port. The data arrival time of the worst path is 930 ps. The maximum single-stage delay on the critical path is between 300 and 400 ps. In this design, the critical path's most frequently occurring cell is sky130_fd_sc_hd__buf_6.

Placed design
Detailed placement ended at an HPWL of 14.6 mm. Including well taps, the total number of placed cells is 1089. The post-detailed-placement cell area is 9500 µm². At the end of routability-driven placement, the weighted congestion stood at 0.809. The count of buffers added on input and output ports is between 300 and 400.

Final timing
The final count of pins violating max slew is 0. The tightest hold path in the finished design has a slack of 139 ps. Static timing analysis puts the maximum clock frequency at 0.882 GHz.

The max-slew headroom at the worst pin is 81.4%. The routed design could run at a clock period as short as about 1100 ps. Setup repair after global routing could not meet its margin everywhere.

The ratio of final minimum period to clock period is 113%. The last timing report of the flow puts the setup violation total at 177. The count of final hold-check violations is 0.

After layout, the worst setup slack is -134 ps. Looking at the max-slew report, the worst-margin pin has a slew of 279 ps.

Die
The die span in y is 187 µm. The core utilization at floorplan is between 20% and 30%. Per the OpenROAD floorplan log, the width of the die is 187 µm. The placement row count is 61. The total die area is 35000 µm². The number of ports placed on the die boundary is 349. The standard cell core area is 27600 µm².

Power and ir drop
In this run the static leakage power is 3.89 nW. The total power divided by cell area is 1660 nW/µm². Across the VDD grid, the largest voltage drop is around 0.001 V.

Logic synthesis
Sorting the synthesized cells by area gives the leading types as sky130_fd_sc_hd__dfxtp_1 59%, sky130_fd_sc_hd__nor3b_2 26%, sky130_fd_sc_hd__nor3b_1 6.4%. Sequential cells were found to cover 59.3% of the synthesized design area. Per the post-synthesis report, the number of cells in the design is between 300 and 400. The total cells reported by yosys after synthesis is 384.

Summed over its instances, the top area cell type makes up 59.3% of the synthesized netlist area. The number of register bits inferred by synthesis is 168. The synthesis report lists the Yosys warning total as 1. The cell taking the most area after synthesis is sky130_fd_sc_hd__dfxtp_1.

The netlist area before placement is 5670 µm². The number of different library cells used by synthesis comes to 6. For this run, the chip area from Yosys synthesis comes to 5670 µm². After synthesis, the mean cell area works out to approximately 15 µm².

Worst hold path
Checking hold timing, the worst path is listed with class primary input to register. The number of stages on the worst hold path is 2.

Global routing
The global-route usage over all layers is 10.6%. The remaining global-route overflow is 0. The number of antenna violations at the first check in global routing was 0. The maximum number of pins on one net before global-route repair is 29. The via count of the first global-routing pass is about 4300. The first global-routing pass estimated 28.5 mm of wire.

Cells and area
The signed area change from the synthesized netlist to the final layout is 64.5%. The finished layout holds 1123 standard cells, fillers aside. After filler insertion, the fill cell instance count of the layout stands at 2865. Cells with a size suffix above 1 make up 52.5% of the layout.

The register area is between 3000 and 4000 µm². At the end of the flow the core is filled with cells to roughly 34%. The total area of multi-input combinational cells is 1860 µm². The final non-filler cell area is between 9000 and 10000 µm².

Run
Per the run summary, max-cap violations total 0. The OpenROAD warning count is 27.
==> power breakdown <==
| group | internal, mW | switching (mW) | total [mW] |
|---|---|---|---|
| sequential | 6.96 | 0.0635 | 7.03 |
| combinational | 1.13 | 0.536 | 1.67 |
| clock | 3.82 | 3.00 | 6.83 |
| total | 11.9 | 3.60 | 15.5 |
==> worst max-delay path: cells and delay by family (launching register included) <==
| kind | cells | cell delay [ps] |
|---|---|---|
| buf+inv | 2 | 210 |
| flops | 1 | 320 |
==> flip-flops by register name, indices dropped and copies added (netlist names) <==
signal  flops
A3_E        5
EXT_E      32
IR_E       32
PC8_E      32
RD1_E      32
RD2_E      32
RES_E       3
==> cells by family after synthesis <==
kind of cell           count (synthesis)  synth area share [%]
DFF                                  168                  59.3
buffers and inverters                 48                  7.92
and+or+nand+nor                      168                  32.8
==> per-layer routing <==
| layer | up-vias | global-route usage [%] | share of wire, % |
|---|---|---|---|
| met5 | - | 0 | 0 |
| met4 | 0 | 1.05 | 0.95 |
| met3 | 7 | 4.22 | 8.6 |
| met2 | 179 | 17.4 | 49 |
| met1 | 1904 | 13.3 | 42 |
| li1 | 1986 | - | - |
==> what timing repair did <==
item,CTS,global route
endpoints found under the setup margin,178,178
setup buffers,2,0
resized,626,14
hold buffers,0,0
gates cloned,0,0
==> placed cells by master, fill, tap and decap left out, drive strengths merged <==
cell,count
clkinvlp,5
bufinv,2
buf,208
inv,6
clkinv,1
dfxtp,168
nor3b,168
clkbuf,19
clkdlybuf4s50,168
==> worst paths after layout <==
path / start / end / slack, ps
worst max-delay path: IR_E[19] / IR_E[19] / -130
worst min-delay path: clr / RD1_E[10] / 140
==> cell usage after synthesis <==
cell type / number
sky130_fd_sc_hd__buf_4: 11
sky130_fd_sc_hd__nor3b_2: 120
sky130_fd_sc_hd__buf_2: 8
sky130_fd_sc_hd__buf_6: 29
sky130_fd_sc_hd__nor3b_1: 48
sky130_fd_sc_hd__dfxtp_1: 168
==> area by class of cell <==
class	count	area share, %
timing repair buffer	377	32.1
sequential	168	36.5
tap	378	5.07
multi-input combinational	168	20.0
clock buffer	18	4.71
clock inverter	14	1.74
==> per-stage QoR <==
stage | setup TNS, ps | power, mW | worst slack (ps)
after global placement | -1030 | 9.12 | -126
final | -4100 | 15.5 | -134
after floorplan | 0 | 7.78 | 192
after detailed placement | -1160 | 9.13 | -128
after global routing | -12530 | 16.3 | -179
after CTS | -9660 | 15.8 | -164
Power and IR drop assume default switching activity.
